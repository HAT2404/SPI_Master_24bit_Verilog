--- config.mk ---
export PLATFORM = sky130hd
export DESIGN_NAME = Master_SPI_INTF
export DESIGN_NICKNAME = Master_SPI_INTF
export VERILOG_FILES = /design/flow/design.v
export SDC_FILE = /design/flow/constraint.sdc
export NUM_CORES = 4
export LEC_CHECK = 1
export CORE_UTILIZATION = 30
--- constraint.sdc ---
current_design Master_SPI_INTF

set clk_period 2.7
set clk_io_pct 0.2

create_clock -name clk0 -period $clk_period [get_ports {clk}]

set non_clock_inputs [all_inputs -no_clocks]
set_input_delay [expr $clk_period * $clk_io_pct] -clock clk0 $non_clock_inputs
set_output_delay [expr $clk_period * $clk_io_pct] -clock clk0 [all_outputs]
--- design.v ---
`timescale 1ns / 1ps
module Master_SPI_INTF #(
    parameter edge_detection_transfer = 1,  
    parameter edge_detection_receive = 1   
    )(
    input   clk,     
    input   resetn, 
    input   start, 
    input   [7:0] addr, 
    input   [15:0]data_in, 
    output wire [23:0] data_out, 
    output reg done, 
    output reg SCLK, 
    output reg CS, 
    output wire MOSI,
    input MISO, 
    output reg SCLN
    );
    wire done_transmit;
    reg [5:0] counter_sclk;
    reg state_sclk;
    reg s_data_negav; 
    reg s_data_posive;
    always@(posedge clk or negedge resetn) begin 
        if(!resetn) begin state_sclk<= 0; counter_sclk <=0; end
        else begin 
                if(start && !state_sclk) begin state_sclk <=1; end
                else if(state_sclk) 
                    begin 
                        counter_sclk <= counter_sclk + 1;
                        if(counter_sclk >= 48)
                            begin
                                 counter_sclk<=0; 
                                 state_sclk <=0; 
                             end
                    end
            end
    end
    reg state_LP;  
    always@(posedge clk or negedge resetn) begin 
        if(!resetn) begin SCLK <=0; state_LP<=0; end
        else begin 
            if(state_sclk) begin
             state_LP<=1; if(state_LP) SCLK <= ~SCLK; 
             end
            else begin SCLK <=0; state_LP<=0; end
        end    
    end
    always@(posedge clk or negedge resetn) begin 
        if(!resetn) begin SCLN <=0; end
        else begin 
            if(state_sclk) begin SCLN <= ~SCLN; end
            else begin SCLN <=0; end
        end    
    end
    reg prev_done; 
    reg prev_cs; 
    always @(posedge clk or negedge resetn) begin 
        if(!resetn) begin CS <=1; prev_cs <= 1; end
        else begin 
            prev_done <= done_transmit;
            prev_cs <= CS;
            if(start && !state_sclk) begin CS <=0; end 
            else if(!prev_done && done_transmit) begin CS <=1; end
        end
    end
    reg [23:0]data_transfer; 
    reg [4:0]cnt_bit;
    always @(posedge clk or negedge resetn) begin 
        if(!resetn) begin data_transfer <=0; end
        else begin 
            if(start && !state_sclk) begin data_transfer = {addr,data_in}; end 
        end
    end
   reg [4:0]cnt_bit_negav;
   reg done_negav_transmit; 
   reg state_negav;
    always @(negedge SCLN or negedge resetn) begin
        if(!resetn) begin s_data_negav <= 0; cnt_bit_negav<=0; done_negav_transmit<=1; state_negav<=0; end 
        else begin
                done_negav_transmit<=0;
                cnt_bit_negav <= cnt_bit_negav +1; 
                s_data_negav <= data_transfer[23 - cnt_bit_negav];
                if(cnt_bit_negav == 23) begin state_negav<=1; end
                else if(state_negav)begin done_negav_transmit <=1; state_negav<=0; cnt_bit_negav <=0; end
        end
    end
   reg [4:0]cnt_bit_pos;
   reg done_pos_transmit; 
   reg state_pos;
    always @(posedge SCLN or negedge resetn) begin
        if(!resetn) begin s_data_posive <= 0; cnt_bit_pos<=0; done_pos_transmit<=1; state_pos <=0; end 
        else begin
                done_pos_transmit<=0;
                cnt_bit_pos <= cnt_bit_pos +1; 
                s_data_posive <= data_transfer[23 - cnt_bit_pos];
                if(cnt_bit_pos == 23) begin state_pos<=1; end
                else if(state_pos) begin done_pos_transmit <=1; state_pos <=0; cnt_bit_pos <=0; end
        end
    end
   assign MOSI = (edge_detection_transfer)? s_data_posive : s_data_negav;
   assign done_transmit = (edge_detection_transfer)? done_pos_transmit: done_negav_transmit;
   always @(posedge clk or negedge resetn) begin 
        if(!resetn) begin done <= 1; end
        else begin
            if(start && !state_sclk) begin done <=0; end 
            else begin 
                if(done_transmit && (!prev_cs && CS)) begin done <=1; end
            end 
        end   
   end
   reg [23:0] data_receive_pos; 
   always @(posedge SCLK or negedge resetn) begin 
        if(!resetn) begin data_receive_pos <= 0;  end
        else begin
            data_receive_pos <= {data_receive_pos[22:0],MISO};
        end
   end
   reg [23:0] data_receive_neg; 
   always @(negedge SCLK or negedge resetn) begin 
        if(!resetn) begin data_receive_neg <= 0;  end
        else begin
            data_receive_neg <= {data_receive_neg[22:0],MISO};
        end
   end
   assign data_out =(edge_detection_receive)? data_receive_pos : data_receive_neg; 
endmodule
--- run.sh ---
#!/bin/bash
# OpenROAD 26Q1-2900-gdf79404cd8, Yosys 0.63+post, stock flow scripts
make -C /OpenROAD-flow-scripts/flow DESIGN_CONFIG=/design/flow/config.mk WORK_HOME=/design/flow/orfs finish
==> job_summary.md <==
## Synthesis and layout report

| Metric | Value |
|---|---|
| Vias/cell | 4.43 |
| Fin crit period | 1.88 ns |
| GP Congestion | 0.779 |
| CTS Hold Bufs | 0 |
| Top achievable clock speed | 0.533 GHz |
| Clk pwr share | 19.5% |
| Critical Path Slowest Stage Cell | dfrtp_1 |
| Htree depth | 2 |
| CTS resizes | 0 |
| Setup Total Neg Slack | 0 ns |
| ANT cells | 0 |
| Outcome | finished, final reports clean |
| Leakage | 1.47 nW |
| Peak VDD IR | 211 uV |
| Reg clk slew, reported paths | 0.08 ns |
| Worst hold path type | in -> async |
| Sw Pwr | 0.650 mW |
| Area Overhead vs Synth | 30.4% |
| Worst path buffer plus inverter count | 1 |
| Initial antenna violation count | 0 |
| Avg Synthesized Cell Area | 15.0 um^2 |
| Die H | 95.2 um |
| First-pass GRT wire length | 7420 um |
| Pwr/cell area | 740 nW/um^2 |
| Die area | 9060 um^2 |
| Share of cells above drive strength 1 | 18.4% |
| Crit-path max FO | 10 |
| WL/cell | 13.5 um |
| Worst r2r path cells | 3 |
| Register share after synthesis | 67.6% |
| Finish-stage setup viols | 0 |
| Startpoint types | register |
| Hpwl dp | 3340 um |
| Final hold vios | 0 |
| Endpoints left unconstrained | 58 |
| Final WS setup | 0.822 ns |
| Rows | 33 |
| Crit-path cells | clkdlybuf4s50_1 |
| Synth Warn # | 1 |
| Kind of critical path | reg -> out |
| Cell Type Count | 34 |
| Place WS | 0.725 ns |
| Rel. slew slack | 68.5% |
| Antenna-violating nets left | 0 |
| Cell count along the critical path | 1 |
| Worst EP arrival | 1.34 ns |
| CP startpoint | SCLN |
| Post-Syn Instances | 174 |
| Clock latency (worst-skew pair) | 0.29 ns |
| Crit-path leading delay family | flip-flops |
| Final std cells w/o fill | 339 |
| Logic pwr share | 28.3% |
| Post-Syn Area | 2610 um^2 |
| Maximum buffer depth of the clock tree | 2 |
| DRT Pass-1 Iters | 3 |
| Slew @ Worst Pin | 0.472 ns |
| Root buffer cell | clkbuf_8 |
| Period utilization | 69.5% |
| I/O Buffers | 56 |
| Power consumption | 2.52 mW |
| CP max stage delay | 0.52 ns |
| Post-placement cell area | 3290 um^2 |
| Fill cells | 755 |
| Pint | 1.87 mW |
| Pin count of the biggest net entering global routing | 28 |
| Sw frac | 25.8% |
| Setup crit end kind | primary output |
| Core Area | 8300 um^2 |
| Register pins left without a clock | 32 |
| Max-cap viol count | 0 |
| RSZ-0062 raised after global routing | no |
| Worst Path Required | 2.16 ns |
| FF+latch count, synth | 70 |
| CTS tree | done |
| # IOs | 57 |
| Clock Skews | 0.00564 ns |
| Yosys stat cell total | 174 |
| Congestion Overflow GR | 0 |
| Finished Cell Area | 3400 um^2 |
| OpenROAD warnings | 26 |
| Sequential cell area | 1760 um^2 |
| GRT Resource Usage Total | 11.0% |
| Dpl cells | 332 |
| Number of buffers created by CTS | 5 |
| Postcts setup bufs | 0 |
| Reg2reg start | state_sclk |
| DRC viols | 0 |
| Comb area | 786 um^2 |
| YS chip area | 2610 um^2 |
| Sequential group share of total power | 52.2% |
| Vias | 1501 |
| FP Core Util | 31.4% |
| Vias in the first global route | 1463 |
| Die W | 95.2 um |
| Drt initial violations | 46 |
| Max-slew violations | 0 |
| WL final | 4570 um |
[final cells by class]
cell class,instances,area share (%)
sequential,70,51.8
multi-input combinational,91,23.1
timing repair buffer,60,17.2
tap,105,3.86
clock buffer,6,2.43
clock inverter,1,0.883
inverter,6,0.662
[flip-flops by register name (all words and copies together) (netlist names)]
name and count:
cnt_bit_pos 5, state_LP 1, prev_done 1, done 1
data_transfer 24, s_data_posive 1, done_pos_transmit 1, data_receive_pos 24
state_sclk 1, CS 1, SCLN 1, counter_sclk 6
prev_cs 1, state_pos 1, SCLK 1
[cell usage in the layout (no fill, tap or decap), types with 4 or more instances in the layout]
master	count
dfrtp_1	65
clkdlybuf4s50_1	55
mux2_2	23
nor2_1	12
nand3_1	7
inv_1	6
o21ai_0	6
clkbuf_8	6
mux2i_1	5
nand2_1	5
dfstp_2	4
ha_1	4
buf_4	4
[metal layers]
metal	GRT usage (%)	wire length (um)	part of all wire [%]	vias up
met2	16.3	2150	47	23
li1	-	-	-	718
met5	0	0	0	-
met4	1.14	53	1.2	0
met3	2.03	140	3.1	5
met1	18.5	2230	49	755
[stage by stage]
step,hold slack (ns),utilization (%)
2_1_floorplan,0.244,-
5_1_grt,0.215,41.0
4_1_cts,0.210,41.0
3_5_place_dp,0.377,39.6
3_3_place_gp,0.374,39.6
6_report,0.195,41.0
[cell families after synthesis]
group	after synthesis	synth area share, %
mux	34	16.6
fa+ha+maj	4	1.92
xor+xnor	4	1.34
compound gates	14	3.46
buf+inv	13	2.35
flops	70	67.6
simple gates	35	6.72
[synth_stat cells (all sizes together)]
cell type  instances  share of area, %
mux2i              5               1.9
o21ai              6               1.2
a31oi              1              0.24
nand3              8               1.7
nor2b              3              0.72
nand4              1              0.24
xor2               1              0.34
and2               1              0.24
o2111ai            1              0.34
ha                 4               1.9
dfstp              4               4.0
nor2              12               1.7
a21oi              2              0.38
o211ai             1              0.48
o31ai              1              0.29
mux2              25                11
inv                6              0.86
mux4               4               3.9
nor4b              1              0.34
nor3               1              0.19
nand2              5              0.72
xnor2              3               1.0
a21o               2              0.58
buf                4               1.0
nand3b             2              0.58
dfrtp             65                62
and3               1              0.24
edfxtp             1               1.2
clkbuf             3              0.48
[power groups by stage]
stage	registers [mW]	clock network [mW]	logic [mW]
global route	1.37	0.534	0.795
finish	1.31	0.490	0.712
CTS	1.32	0.509	0.723
[final timing paths]
check	to	slack [ns]
min in group clk0	prev_cs	0.38
max in group asynchronous	data_transfer[14]	1.79
min	state_LP	0.19
max	SCLN	0.82
max reg2reg	data_transfer[11]	1.21
min reg2reg	prev_cs	0.38
Power figures rest on the tool's default switching activity, not on a simulated workload.
